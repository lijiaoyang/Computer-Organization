$ cat run.sh
#!/bin/bash
# OpenROAD 26Q1-2900-gdf79404cd8, Yosys 0.63+post, stock flow scripts
make -C /OpenROAD-flow-scripts/flow DESIGN_CONFIG=/design/flow/config.mk WORK_HOME=/design/flow/orfs finish
$ cat config.mk
export PLATFORM = sky130hd
export DESIGN_NAME = NPC_CAL
export DESIGN_NICKNAME = NPC_CAL
export VERILOG_FILES = /design/flow/design.v
export SDC_FILE = /design/flow/constraint.sdc
export NUM_CORES = 4
export LEC_CHECK = 1
export CORE_UTILIZATION = 50
$ cat constraint.sdc
current_design NPC_CAL

set clk_period 8.3
set clk_io_pct 0.2

create_clock -name clk0 -period $clk_period

set non_clock_inputs [all_inputs -no_clocks]
set_input_delay [expr $clk_period * $clk_io_pct] -clock clk0 $non_clock_inputs
set_output_delay [expr $clk_period * $clk_io_pct] -clock clk0 [all_outputs]
$ cat design.v
`timescale 1ns / 1ps
module Decd(OP, Func, SHAMT, ADDU, SUBU, ADD, SUB, AND, OR, XOR, SLL, SRL, ORI, LW, SW, LUI, ADDI, ADDIU, BEQ, BNE, J, JAL, JR, R_Type,I_Type,B_Type,L_Type,S_Type,J_Type);
	input [5:0] OP, Func;
	input [4:0]SHAMT;
	output ADDU, SUBU, ADD, SUB, AND, OR, XOR, SLL, SRL;
	output ORI, LW, SW, LUI, ADDI, ADDIU;
	output BEQ, BNE;
	output J, JAL, JR;
   output R_Type,I_Type,B_Type,L_Type,S_Type,J_Type;
	 assign R_Type=(OP==6'b000000)?1:0;
	 assign I_Type=(LUI || ORI|| ADDI|| ADDIU)?1:0;
	 assign B_Type=(BEQ ||BNE)?1:0;
	 assign L_Type=(LW)?1:0;
	 assign S_Type=(SW)?1:0;
	 assign J_Type=(J || JAL || JR)?1:0;
	wire R_Format;
	assign R_Format = (OP == 6'b000000);
	assign ADD = (R_Format && Func == 6'b100000);
	assign ADDU = (R_Format && Func == 6'b100001);
	assign SUB = (R_Format && Func == 6'b100010);
	assign SUBU = (R_Format && Func == 6'b100011);
	assign AND = (R_Format && Func == 6'b100100);
	assign OR = (R_Format && Func == 6'b100101);
	assign XOR = (R_Format && Func == 6'b100110);
	assign SLL = (R_Format && Func == 6'b000000);
	assign SRL = (R_Format && Func == 6'b000010);
	assign ORI = (OP == 6'b001101);
	assign LW = (OP == 6'b100011);
	assign SW = (OP == 6'b101011);
	assign LUI = (OP == 6'b001111);
	assign ADDI = (OP == 6'b001000);
	assign ADDIU = (OP == 6'b001001);
	assign BEQ = (OP == 6'b000100);
	assign BNE = (OP == 6'b000101);
	assign J = (OP == 6'b000010);
	assign JAL = (OP == 6'b000011);
	assign JR = (R_Format && Func == 6'b001000);
endmodule
`timescale 1ns / 1ps
module NPC_CAL(
    input [31:0]Instr,
    input [31:0]PCPlus4,
    input [31:0]JR_READ, 
    input BIG_ZERO,
    input EQUAL_ZERO,
    input LESS_ZERO,
    input EQUAL,
    output[31:0]NPC
    );
	 wire [5:0]OP = Instr[31:26];
	 wire [5:0]Func = Instr[5:0];
	 wire [4:0]SHAMT = Instr[10:6];
	Decd NPC_CAL(
    .OP(OP), 
    .Func(Func), 
	 .SHAMT(SHAMT),
    .ADDU(ADDU), 
    .SUBU(SUBU), 
    .ADD(ADD), 
    .SUB(SUB), 
    .AND(AND), 
    .OR(OR), 
    .XOR(XOR), 
    .SLL(SLL), 
    .SRL(SRL), 
    .ORI(ORI), 
    .LW(LW), 
    .SW(SW), 
    .LUI(LUI), 
    .ADDI(ADDI), 
    .ADDIU(ADDIU), 
    .BEQ(BEQ), 
    .BNE(BNE), 
    .J(J), 
    .JAL(JAL), 
    .JR(JR),
    .R_Type(R_Type), 
    .I_Type(I_Type), 
    .B_Type(B_Type), 
    .L_Type(L_Type), 
    .S_Type(S_Type), 
    .J_Type(J_Type) 
    );
	assign NPC =   ( (BEQ&&EQUAL) || (BNE&& !EQUAL))? PCPlus4+{{14{Instr[15]}},Instr[15:0],2'b0}: 
						(J || JAL)?	  {PCPlus4[31:28], (Instr[25:0] << 2)}:
						(JR)?			  JR_READ:
						PCPlus4+4;
endmodule
==> results.sh <==
# yosys + openroad results
export IMPL_ir_drop_v=0.0000377
export IMPL_die_boundary_height_um=77.1
export IMPL_cts_resized_gates=0
export IMPL_hpwlAfterDp_um=7680
export IMPL_timing_final_setup_violations=0
export IMPL_synth_avg_cell_area_um2=6.55
export IMPL_critical_path_startpoint="Instr[15]"
export IMPL_synthesis_instances=430
export IMPL_critical_path_required_ns=6.64
export IMPL_yosys_stat_seqShare_pct=0
export IMPL_drt_total_wl_um=9650
export IMPL_synth_cell_type_count=57
export IMPL_synth_area_leader_cell="ha_1"
export IMPL_achievable_frequency_mhz=148
export IMPL_gate_area_um2=2730
export IMPL_rows=26
export IMPL_final_area_um2=4140
export IMPL_detail_route_antenna_diodes=0
export IMPL_buffer_ports_inserted=127
export IMPL_cts_hold_buffers_added=0
export IMPL_placed_area_um2=4140
export IMPL_post_cts_setup_buffers=0
export IMPL_vias_in_the_first_global_route=3326
export IMPL_grt_total_usage_pct=32.6
export IMPL_antenna_found_initial=0
export IMPL_arr_time_crit_path_ns=5.11
export IMPL_areaGrowthSynthToFinish_pct=46.9
export IMPL_final_antenna_net_count=0
export IMPL_yosys_stat_area_um2=2820
export IMPL_critical_path_slowest_cell="clkdlybuf4s50_1"
export IMPL_totalPowerFinal_mw=0.236
export IMPL_io_pins=132
export IMPL_die_area_um2=5940
export IMPL_floorplan_initialDensity_pct=53.4
export IMPL_max_cap_viol_count=0
export IMPL_number_of_iterations_in_the_first_detailed_routing_pass=5
export IMPL_slew_headroom_pct=37.4
export IMPL_critical_path_most_common_cell="clkdlybuf4s50_1"
export IMPL_top_cell_area_share_pct=13.3
export IMPL_grt_max_degree=30
export IMPL_sequential_cell_area_in_the_final_layout_um2=0
export IMPL_ff_count=0
export IMPL_drive_above_1_share_pct=3.14
export IMPL_path_max_fanout=16
export IMPL_worst_setup_path_start_kind="input pin"
export IMPL_setup_worst_path_end_class="output port"
export IMPL_min_path_type="in -> out"
export IMPL_routedWlPerCell_um=15.8
export IMPL_timing_setup_critical_path_class="in -> out"
export IMPL_outcome="complete, no violations"
export IMPL_grt_setup_unrepaired="no"
export IMPL_first_pass_grt_wire_length_um=15800
export IMPL_ys_cells=430
export IMPL_timing_final_crit_share_pct=81.5
export IMPL_placeableCoreArea_um2=5270
export IMPL_hp_start="JR_READ[0]"
export IMPL_tool_warnings=39
export IMPL_synth_top_cells_by_area="ha_1 13%, xor2_1 11%, a21oi_1 8.7%"
export IMPL_global_route_overflow_total=0
export IMPL_remaining_drc_errors=0
export IMPL_final_hold_violation_count=0
export IMPL_clock_buffers=0
export IMPL_final_slew_viol_count=0
export IMPL_power_per_cell_area_nw_per_um2=57.0
export IMPL_worstPathCellList="clkdlybuf4s50_1 > ha_1 > o41ai_1 > o21ai_1 > a211oi_4 > o21ai_2 > a311o_1 > o221ai_1 > clkdlybuf4s50_1"
export IMPL_drt_first_iter_violations=177
export IMPL_final_util_pct=78.5
export IMPL_place_gp_congestion=0.981
export IMPL_via_per_inst=6.06
export IMPL_yosysWarnings=26
export IMPL_worstMarginPinSlew_ns=0.932
export IMPL_cp_slowest_stage_delay_ns=0.79
export IMPL_power_leakage_nw=1.54
export IMPL_synthesis_area_um2=2820
export IMPL_fill_cell_total_of_the_finished_layout=434
export IMPL_die_x_um=77.1
export IMPL_final_setup_tns_ns=0
export IMPL_post_route_min_period_ns=6.77
export IMPL_vias=3706
==> cells in the final DEF (no fill, tap or decap), types with 3 or more instances in the layout <==
cell             count
nand2b_1             3
inv_1                3
a21o_1              10
nand3_1             16
nand2_1             44
a21oi_1             49
o31ai_1              4
and4_1               4
a31oi_1              3
nand4_1             13
nor2_1              46
a222oi_1             3
xor2_1              35
o21ai_1             16
a21oi_2              4
o21ai_0             23
clkdlybuf4s50_1    127
ha_1                30
a22oi_1              5
nor3_1               5
buf_4                5
or3_1                4
o21a_1               4
and2_1               6
xnor2_1             20
nor2b_1              3
a211oi_1            20
==> kinds of logic after synthesis <==
kind of cell,synth area share [%]
muxes,0.355
AOI/OAI and AO/OA,39.8
adders and majority gates,14.0
xor gates and xnor gates,17.1
and+or+nand+nor,25.6
buffers and inverters,3.15
==> synthesized netlist by cell type (3+ instances only) <==
library cell / count
a21oi_1: 49
nor2_1: 47
nand2_1: 44
xor2_1: 35
ha_1: 30
o21ai_0: 23
a211oi_1: 20
xnor2_1: 20
clkbuf_1: 18
nand3_1: 16
o21ai_1: 16
nand4_1: 13
a21o_1: 10
and2_1: 6
a22oi_1: 5
nor3_1: 5
a21oi_2: 4
and4_1: 4
o21a_1: 4
o31ai_1: 4
or3_1: 4
a222oi_1: 3
a31oi_1: 3
inv_1: 3
nand2b_1: 3
nor2b_1: 3
==> through the flow <==
step / cells / setup slack, ns / hold WS, ns
finish: 612 / 1.53 / 4.21
global route: 612 / 1.32 / 4.27
CTS: 612 / 1.56 / 4.22
detailed placement: 612 / 1.56 / 4.21
global placement: 612 / 1.59 / 4.21
floorplan: 430 / 2.80 / 3.39
==> final timing paths <==
kind                   to  slack, ns  cells after the start
setup / recovery  NPC[31]       1.53                      9
hold / removal     NPC[0]       4.21                      4
==> report_power, final <==
part	internal, mW	switching (mW)
sequential	0	0
combinational	0.126	0.110
clock	0	0
total	0.126	0.110
==> cell type report <==
type | instances | share of cell area (%)
tap | 70 | 2.12
multi-input combinational | 407 | 66.0
timing repair buffer | 132 | 31.6
inverter | 3 | 0.272
==> routing by layer <==
layer  wire (µm)  track usage (%)  share of wire (%)  vias to the layer above
li1            -                -                  -                     1855
met1        4250             45.5                 44                     1650
met2        4500             56.6                 47                      195
met3         842             1.81                8.7                        6
met4          57             4.34               0.59                        0
met5           0                0                  0                        -
==> critical path, delay by kind of cell <==
| family | cells | cell delay, ns |
|---|---|---|
| buffers and inverters | 2 | 1.29 |
| adders and majority gates | 1 | 0.46 |
| AOI/OAI and AO/OA | 6 | 1.68 |
