`design/flow/design.v`:
```
`timescale 1ns / 1ps
module alu(
    input [31:0] ALU_A,
    input [31:0] ALU_B,
    input [1:0] ALUOP,
	 input sltiu,
    output reg[31:0] ALU_C,
    output ALU_ZERO,G, L, G_E, L_E, NE,
	 output less
    );
	 wire [31:0]sub;
	 assign ALU_ZERO = (ALU_A==ALU_B)?1:0;
	 assign sub = ALU_A - ALU_B;
	 assign G = (ALU_A == 0) ? 0 : ~ALU_A[31]; 
	 assign L = (ALU_A == 0) ? 0 : ALU_A[31]; 
	 assign G_E = ~ALU_A[31]; 
	 assign L_E = (ALU_A == 0) ? 1 : ALU_A[31]; 
	 assign NE = (ALU_A != ALU_B)?1:0;
	 assign less = sltiu ?  ALU_A < ALU_B : ALU_A[31]>ALU_B[31] ? 1 : (ALU_A[31]==ALU_B[31]) ? sub[31] : 0 ;
    always @(*)begin
		case (ALUOP)
		2'b00: ALU_C =ALU_A + ALU_B;
		2'b01: ALU_C =ALU_A - ALU_B;
		2'b10: ALU_C =ALU_A | ALU_B;
		default:ALU_C = 32'bx;
		endcase
	 end
endmodule
```
`design/flow/run.sh`:
```
#!/bin/bash
# OpenROAD 26Q1-2900-gdf79404cd8, Yosys 0.63+post, stock flow scripts
make -C /OpenROAD-flow-scripts/flow DESIGN_CONFIG=/design/flow/config.mk WORK_HOME=/design/flow/orfs finish
```
`design/flow/config.mk`:
```
export PLATFORM = sky130hd
export DESIGN_NAME = alu
export DESIGN_NICKNAME = alu
export VERILOG_FILES = /design/flow/design.v
export SDC_FILE = /design/flow/constraint.sdc
export NUM_CORES = 4
export LEC_CHECK = 1
export CORE_UTILIZATION = 30
```
`design/flow/constraint.sdc`:
```
current_design alu

set clk_period 10.1
set clk_io_pct 0.2

create_clock -name clk0 -period $clk_period

set non_clock_inputs [all_inputs -no_clocks]
set_input_delay [expr $clk_period * $clk_io_pct] -clock clk0 $non_clock_inputs
set_output_delay [expr $clk_period * $clk_io_pct] -clock clk0 [all_outputs]
```
==> flow_results.xml <==
<?xml version="1.0" encoding="UTF-8"?>
<metrics>
  <group name="route">
    <metric name="detailroute.via_count" unit="">4888</metric>
    <metric name="antennaDiodeCount" unit="">0</metric>
    <metric name="viasPerCell" unit="">5.34</metric>
    <metric name="routedWlPerCell" unit="um">16.8</metric>
    <metric name="drc" unit="">0</metric>
    <metric name="dr.first_iter.drc_count" unit="">309</metric>
    <metric name="antenna_violating_nets_post_route" unit="">0</metric>
    <metric name="finalWirelength" unit="um">15400</metric>
    <metric name="detail_route.first_pass.iterations" unit="">5</metric>
  </group>
  <group name="final_timing">
    <metric name="final_hold_viol_count" unit="">0</metric>
    <metric name="layout_min_cycle_time" unit="ps">8330</metric>
    <metric name="rsz0062_at_grt" unit="">false</metric>
    <metric name="max_clock_freq" unit="MHz">120</metric>
    <metric name="finalMaxSlewViolations" unit="">0</metric>
    <metric name="timing.slew.headroom" unit="">0.427</metric>
    <metric name="fin_tns_setup" unit="ps">0</metric>
    <metric name="transition_time_of_the_tightest_slew_check_pin" unit="ps">852</metric>
    <metric name="final_setup_violation_count" unit="">0</metric>
    <metric name="fin_crit_sh" unit="">0.825</metric>
  </group>
  <group name="floorplan">
    <metric name="fp-utilization" unit="">0.310</metric>
    <metric name="io_count" unit="">106</metric>
    <metric name="die_height" unit="um">125</metric>
    <metric name="rows" unit="">44</metric>
    <metric name="die_area" unit="um2">15500</metric>
    <metric name="fp.coreArea" unit="um2">14600</metric>
    <metric name="die_width" unit="um">125</metric>
  </group>
  <group name="synthesis">
    <metric name="yosysUniqueCellTypes" unit="">72</metric>
    <metric name="yosysTopAreaCell" unit="">ha_1</metric>
    <metric name="top_cell_area_share" unit="">0.269</metric>
    <metric name="post_syn_instances" unit="">653</metric>
    <metric name="synth_warn" unit="">1</metric>
    <metric name="synth_chip_area" unit="um2">4520</metric>
    <metric name="synth.yosys.num_cells" unit="">653</metric>
    <metric name="common_cells" unit="">ha_1, inv_1, a21oi_1, nor2_1, nand2_1</metric>
    <metric name="top_cells_by_area" unit="">ha_1, inv_1, a21oi_1</metric>
    <metric name="synth_seq_share" unit="">0</metric>
    <metric name="synthMostInstantiatedCell" unit="">ha_1</metric>
    <metric name="synth.avg_cell_area" unit="um2">6.92</metric>
    <metric name="synth.cell_area" unit="um2">4520</metric>
  </group>
  <group name="worst_hold_path">
    <metric name="timing.hold.worst_path_depth" unit="">3</metric>
    <metric name="min-delay-start" unit="">sltiu</metric>
    <metric name="worst_hold_path_type" unit="">in -&gt; out</metric>
    <metric name="hold_end" unit="">less</metric>
  </group>
  <group name="finish">
    <metric name="fin_util" unit="">0.391</metric>
    <metric name="numSequentialCells" unit="">0</metric>
    <metric name="regArea" unit="um2">0</metric>
    <metric name="syn_to_final_growth" unit="%">26.4</metric>
    <metric name="layout.clock_buffers" unit="">0</metric>
    <metric name="postLayoutCellArea" unit="um2">5710</metric>
    <metric name="final_layout_size_suffix_gt1_frac" unit="">0.0424</metric>
  </group>
  <group name="placed_design">
    <metric name="place_area" unit="um2">5710</metric>
    <metric name="finalWeightedCongestion" unit="">0.941</metric>
    <metric name="placement.io_buffers" unit="">106</metric>
    <metric name="dpl.hpwl" unit="um">12500</metric>
  </group>
  <group name="worst_setup_path">
    <metric name="critical_path_arrival" unit="ps">6310</metric>
    <metric name="critical_path_required" unit="ps">8080</metric>
    <metric name="timing_worst_setup_path_type" unit="">in -&gt; out</metric>
    <metric name="cp-start-kind" unit="">input port</metric>
    <metric name="timing.critical_path.to_type" unit="">output pin</metric>
    <metric name="timing.critical_path.fanout_max" unit="">5</metric>
  </group>
  <group name="run">
    <metric name="max_cap_violations" unit="">0</metric>
    <metric name="log.warning_count" unit="">96</metric>
  </group>
  <group name="grt">
    <metric name="global_route_wire_length_before_repair" unit="um">24400</metric>
    <metric name="grt_antenna_before_repair" unit="">0</metric>
    <metric name="grt.total_usage" unit="">0.196</metric>
    <metric name="grt_overflow_total" unit="">0</metric>
    <metric name="grt_start_max_net_pins" unit="">36</metric>
    <metric name="grt_pass1_vias" unit="">4550</metric>
  </group>
  <group name="power_and_ir_drop">
    <metric name="cellLeakagePower" unit="nW">2.56</metric>
    <metric name="cellPowerDensity" unit="nW/um2">62.2</metric>
    <metric name="vdd_ir_drop_max" unit="V">0.0000212</metric>
  </group>
  <group name="clock_network">
    <metric name="post_cts_hold_buffer_count" unit="">0</metric>
    <metric name="post_cts.resized_instances" unit="">0</metric>
    <metric name="post-cts-setup-buffer-count" unit="">0</metric>
  </group>
  <group name="status">
    <metric name="status" unit="">completed</metric>
  </group>
</metrics>
metal layers:
metal,track usage,up-vias,part of all wire
met5,0,-,0
met2,0.322,168,0.45
li1,-,2502,-
met3,0.0162,11,0.056
met1,0.287,2207,0.48
met4,0.0191,0,0.013
logic make-up (layout without fill, tap and decap cells):
family,after synthesis,in the layout,share of synthesized area
buffers and inverters,130,208,0.111
XOR/XNOR,30,30,0.0582
multiplexers,4,4,0.0103
adder cells (fa/ha/maj),100,100,0.282
AND-OR/OR-AND,215,215,0.347
AND/OR/NAND/NOR,174,174,0.191
worst max-delay path by stage:
stage	from	to	slack (ps)	depth (start not counted)
4_1_cts	ALU_A[1]	ALU_C[31]	1780	16
5_1_grt	ALU_A[1]	ALU_C[31]	1480	16
6_report	ALU_A[1]	ALU_C[31]	1770	16
area by class of cell:
class / count / area, um2
fill: 1525 / 8880
inverter: 97 / 364
multi-input combinational: 523 / 4020
tap: 184 / 230
timing repair buffer: 111 / 1100
placed cells by master, fill, tap and decap left out, types with 6 or more instances in the layout:
cell type	synthesis	layout
xnor2_1	25	25
nor2_1	43	43
o31ai_1	10	10
a221oi_1	6	6
nor2b_1	7	7
o211ai_1	7	7
a31oi_1	11	11
nor3_1	12	12
nand2b_1	8	8
a21o_1	11	11
inv_1	96	96
o21ai_0	25	25
nand4_1	10	10
ha_1	97	97
nor4_1	21	21
nand3_1	17	17
o21bai_1	7	7
o22ai_1	12	12
nand2_1	41	41
o221ai_1	15	15
clkdlybuf4s50_1	0	106
a21oi_1	56	56
report_power, final:
group,leakage [nW],total [mW],internal (mW),switching (mW)
registers,0,0,0,0
logic,2.56,0.355,0.171,0.184
clock network,0,0,0,0
critical path, cell delays in order:
cell	delay [ps]
clkdlybuf4s50_1	610
inv_1	120
ha_1	330
o21ba_2	250
a211oi_4	270
o311ai_1	180
a211oi_2	340
o21ai_1	190
o221ai_1	220
o311ai_1	180
o31a_1	280
fa_1	420
o22ai_1	180
o21ai_0	100
nor3_1	150
clkdlybuf4s50_1	490
metrics by stage:
step | setup slack (ps) | hold WS, ps | std cells | total power, mW
final | 1770 | 5080 | 915 | 0.355
after global routing | 1480 | 5100 | 915 | 0.391
after CTS | 1780 | 5090 | 915 | 0.355
after detailed placement | 1790 | 5090 | 915 | 0.352
after global placement | 1810 | 5090 | 915 | 0.354
after floorplan | 3320 | 4070 | 653 | 0.210
No activity file was given, so power comes from the tool's default toggle rates.
